==> flow/run.sh <==
#!/bin/bash
# OpenROAD 26Q1-2900-gdf79404cd8, Yosys 0.63+post, stock flow scripts
make -C /OpenROAD-flow-scripts/flow DESIGN_CONFIG=/design/flow/config.mk WORK_HOME=/design/flow/orfs finish
==> flow/config.mk <==
export PLATFORM = sky130hd
export DESIGN_NAME = control7
export DESIGN_NICKNAME = control7
export VERILOG_FILES = /design/flow/design.v
export SDC_FILE = /design/flow/constraint.sdc
export NUM_CORES = 4
export LEC_CHECK = 1
export CORE_UTILIZATION = 40
==> flow/constraint.sdc <==
current_design control7

set clk_period 8.4
set clk_io_pct 0.2

create_clock -name clk0 -period $clk_period [get_ports {clk}]

set non_clock_inputs [all_inputs -no_clocks]
set_input_delay [expr $clk_period * $clk_io_pct] -clock clk0 $non_clock_inputs
set_output_delay [expr $clk_period * $clk_io_pct] -clock clk0 [all_outputs]
==> flow/design.v <==
module add_12plus1bit(
   input 		     [11:0]		A,
	input 		     [11:0]		B,
	input 		         		ci,
	output		     [12:0]		calculate_out
);
wire [11:0] s;
wire [11:0] co;
fa fa0(A[0],B[0],ci,s[0],co[0]);
fa fa1(A[1],B[1],co[0],s[1],co[1]);
fa fa2(A[2],B[2],co[1],s[2],co[2]);
fa fa3(A[3],B[3],co[2],s[3],co[3]);
fa fa4(A[4],B[4],co[3],s[4],co[4]);
fa fa5(A[5],B[5],co[4],s[5],co[5]);
fa fa6(A[6],B[6],co[5],s[6],co[6]);
fa fa7(A[7],B[7],co[6],s[7],co[7]);
fa fa8(A[8],B[8],co[7],s[8],co[8]);
fa fa9(A[9],B[9],co[8],s[9],co[9]);
fa fa10(A[10],B[10],co[9],s[10],co[10]);
fa fa11(A[11],B[11],co[10],s[11],co[11]);
assign calculate_out[12:0]={co[11],s};
endmodule 
module control7(
input clk,
input [1:0] KEY,
input [15:0] smooth_out,
output reg init,
output [9:0] LEDR,
output reg [3:0] FSM_state,  
output reg [3:0] game_number,  
output reg [9:0] BCD_in
);
reg [9:0] source1, source2, source3, source4;
wire [11:0] num1, num2, num3, num4;
reg [12:0] sum;
wire [12:0] calculate_out1, calculate_out2, calculate_out3;
wire [9:0] mole_posit;
reg ring_reset, ring_en;
reg reset_timer;
wire whack;
wire [9:0] time_of_game;
wire timer_0point2, timer_1, timer_3, timer_9point99;
wire [9:0] data_out;
reg [9:0] data_in;
reg [1:0] addr_rd, addr_wr;
reg write_enable;
wire [9:0] board_posit;
wire [9:0] display_timer;
wire reset, bang; 
wire reset_edge, bang_edge;
reg [9:0] LED;
assign reset = ~KEY[1];
assign bang = ~KEY[0];
assign LEDR = LED;
edge_detection my_edge1(.clock(clk),.input_signal(reset),.rising_transition(reset_edge));
edge_detection my_edge2(.clock(clk),.input_signal(bang),.rising_transition(bang_edge));
reg [3:0] state_c, state;
reg [1:0] count_c, count;  
reg [9:0] target;  
parameter start = 4'h0;
parameter mole = 4'h1;
parameter hammer = 4'h2;
parameter game_ends = 4'h3;
parameter A = 4'h4;
parameter B = 4'h5;
parameter C = 4'h6;
parameter D = 4'h7;
parameter E = 4'h8;
always @(*) begin
	state_c = state;
	count_c  = count;
	reset_timer = 1'b0;
	ring_reset = 1'b0;
	LED = 10'b00_0000_0000;
	init = 1'b0;
	ring_en = 1'b1;
	write_enable = 1'b0;
	game_number = game_number;
	FSM_state = FSM_state;
	target = target;
	addr_wr = addr_wr;
	addr_rd = addr_rd;
	data_in = data_in;
	BCD_in = display_timer;
	case (state)
		start: begin
			LED = 10'b00_0000_0000;
			init = 1'b1;
			FSM_state = start;
			game_number = count;
			BCD_in = display_timer;
			if (timer_3 == 1'b1) begin
				state_c = mole;
				reset_timer = 1'b1;
			end
		end
		mole: begin
		   ring_en = 1'b0;
			LED = mole_posit[9:0];
			target = mole_posit[9:0];
			FSM_state = mole;
			game_number = count;
			BCD_in = display_timer;
			if (timer_0point2 == 1'b1) begin
				state_c = hammer;
			end		
		end
		hammer: begin
			LED = board_posit;
			FSM_state = hammer;
			game_number = count;
			BCD_in = display_timer;
			if (timer_9point99 == 1'b1 || whack == 1'b1) begin
			   write_enable = 1'b1;
				addr_wr = count;
				data_in = time_of_game;
				state_c = game_ends;
				reset_timer = 1'b1;
			end
		end
		game_ends: begin
			LED = 10'b00_0000_0000;
			FSM_state = game_ends;
			game_number = count;
         addr_rd = count;
         BCD_in = data_out;
			if (timer_3 == 1'b1) begin
				count_c = count + 2'b01;
				reset_timer = 1'b1;
			   if (count == 2'b11) begin
					state_c = A;
				end
				else begin
					state_c = start;
			   end
			end
		end
		A: begin
		   addr_rd = 2'b00;
         game_number = A;
			BCD_in = data_out;
			source1 = data_out;
			FSM_state = A;
			if (timer_3 == 1'b1) begin
				state_c = B;
				reset_timer = 1'b1;
			end		 
		end
		B: begin
			addr_rd = 2'b01;
			game_number = B;
			BCD_in = data_out;
			source2 = data_out;
			FSM_state = B;
			if (timer_3 == 1'b1) begin
				state_c = C;
				reset_timer = 1'b1;
			end
		end
		C: begin
			addr_rd = 2'b10;
			game_number = C;
			BCD_in = data_out;
			source3 = data_out;
			FSM_state = C;
			if (timer_3 == 1'b1) begin
				state_c = D;
				reset_timer = 1'b1;
			end
		end
		D: begin
			addr_rd = 2'b11;
			game_number = D;
			BCD_in = data_out;
			source4 = data_out;
			FSM_state = D;
			if (timer_3 == 1'b1) begin
            state_c = E;
				reset_timer = 1'b1;
			end
		end
		E: begin
			game_number = E;
			BCD_in = sum[9:0];
			FSM_state = E;
			if (timer_3 == 1'b1) begin
				state_c = A;
				reset_timer = 1'b1;
			end		
		end
	endcase
	if (reset == 1'b1) begin
		state_c = start;
		count_c = 2'b00;
		reset_timer = 1'b1;
		ring_reset = 1'b1;
	end
end
assign whack = ((target == board_posit[9:0]) && (bang_edge == 1'b1) );
always @(posedge clk) begin
	state <= state_c;
	count <= count_c;
end
assign num1 = {{2{1'b0}},source1};
assign num2 = {{2{1'b0}},source2};
assign num3 = {{2{1'b0}},source3};
assign num4 = {{2{1'b0}},source4};
add_12plus1bit my_add1(.A(num1), .B(num2), .ci(1'b0), .calculate_out(calculate_out1));
add_12plus1bit my_add2(.A(calculate_out1), .B(num3), .ci(1'b0), .calculate_out(calculate_out2));
add_12plus1bit my_add3(.A(calculate_out2), .B(num4), .ci(1'b0), .calculate_out(calculate_out3));
always @(*) begin
sum = calculate_out3;
sum = sum >> 2;
end
ring_counter my_ring (.clk(clk),.ring_reset(ring_reset),.ring_en(ring_en),.mole_posit(mole_posit));
timers my_timers(.reset_timer(reset_timer),.clk(clk),.whack(whack),
.display_timer(display_timer),.timer_stop(time_of_game),.timer_0point2_edge(timer_0point2),
.timer_1_edge(timer_1),.timer_3_edge(timer_3),.timer_9point99_edge(timer_9point99));
small_mem my_mem(.clk(clk),.data_in(data_in),.write_enable(write_enable),.addr_wr(addr_wr),.addr_rd(addr_rd),.data_out(data_out));
remapper my_remapper(.in(smooth_out),.board_posit(board_posit));
endmodule 
module edge_detection ( 
input clock, 
input input_signal, 
output reg rising_transition
);
reg n; 
wire rising_transition_c;
assign rising_transition_c = ~n & input_signal;
always @(posedge clock) begin 
n                 <= #1 input_signal; 
rising_transition <= #1 rising_transition_c; 
end
endmodule
module fa(
input a,input b,input ci, output s, output co
);
reg s_out,c_out;
always @(*)
begin
s_out=a^b^ci;
c_out=a&b|a&ci|b&ci;
end
assign s=s_out;
assign co=c_out;
endmodule
module remapper(
input [15:0] in,
output reg [9:0] board_posit
);
reg [15:0] abs_in;
reg neg;
always @(*) begin
   board_posit = 10'bxx_xxxx_xxxx;
	if (in[15] == 1'b1) begin 
		abs_in = (~in) + 16'b0000_0000_0000_0001;
		neg = 1'b1;
	end
	else begin
		abs_in = in;
		neg = 1'b0;
	end
	if (neg == 1'b1 && abs_in >= 16'd00_080) begin
		board_posit = 10'b00_0000_0001;
	end
	if (neg == 1'b1 && abs_in >= 16'd00_060 && abs_in < 16'd00_080) begin
		board_posit = 10'b00_0000_0010;
	end
	if (neg == 1'b1 && abs_in >= 16'd00_040 && abs_in < 16'd00_060) begin
		board_posit = 10'b00_0000_0100;
	end
	if (neg == 1'b1 && abs_in >= 16'd00_020 && abs_in < 16'd00_040) begin
		board_posit = 10'b00_0000_1000;
	end
	if (neg == 1'b1 && abs_in > 16'd00_000 && abs_in < 16'd00_020) begin
		board_posit = 10'b00_0001_0000;
	end
	if (neg == 1'b0 && abs_in >= 16'd00_000 && abs_in <= 16'd00_020) begin
		board_posit = 10'b00_0010_0000;
	end
	if (neg == 1'b0 && abs_in > 16'd00_020 && abs_in <= 16'd00_040) begin
		board_posit = 10'b00_0100_0000;
	end
	if (neg == 1'b0 && abs_in > 16'd00_040 && abs_in <= 16'd00_060) begin
		board_posit = 10'b00_1000_0000;
	end
	if (neg == 1'b0 && abs_in > 16'd00_060 && abs_in <= 16'd00_080) begin
		board_posit = 10'b01_0000_0000;
	end
	if (neg == 1'b0 && abs_in > 16'd00_080) begin
		board_posit = 10'b10_0000_0000;
	end
end
endmodule 
module resolution_count(
input reset_timer,
input clk,
output res0point01_en
);
reg [17:0] count, count_c;
always @(reset_timer or count) begin
	if (reset_timer == 1'b1 || count == 18'd249_999) begin
		count_c = 18'd000_000;
	end
	else begin
		count_c = count + 18'd000_001;
	end
end
always @ (posedge clk) begin
	count <= #1 count_c;
end
assign res0point01_en = (count == 18'd249_999);
endmodule 
module ring_counter(
input clk,
input ring_reset,
input ring_en,
output [9:0] mole_posit
);
reg r1, r2, r3, r4, r5, r6, r7, r8, r9, r10;
wire [9:0] content;
reg [9:0] state;
always @ (posedge clk) begin
	if (ring_en == 1'b1) begin
		r1 <= #1 r10;
		r2 <= #1 r1;
		r3 <= #1 r2;
		r4 <= #1 r3;
		r5 <= #1 r4;
		r6 <= #1 r5;
		r7 <= #1 r6;
		r8 <= #1 r7;
		r9 <= #1 r8;
		r10 <= #1 r9;
	end
	if (ring_reset == 1'b1) begin
	   r1 <= #1 1'b1;
		r2 <= #1 1'b0;
		r3 <= #1 1'b0;
		r4 <= #1 1'b0;
		r5 <= #1 1'b0;
		r6 <= #1 1'b0;
		r7 <= #1 1'b0;
		r8 <= #1 1'b0;
		r9 <= #1 1'b0;
		r10 <= #1 1'b0;
	end
end
assign content = {r10, r9, r8, r7, r6, r5, r4, r3, r2, r1};
always @(*) begin
state = state;
case (content)
10'b00_0000_0001: begin state = content; end
10'b00_0000_0010: begin state = content; end
10'b00_0000_0100: begin state = content; end
10'b00_0000_1000: begin state = content; end
10'b00_0001_0000: begin state = content; end 
10'b00_0010_0000: begin state = content; end
10'b00_0100_0000: begin state = content; end
10'b00_1000_0000: begin state = content; end
10'b01_0000_0000: begin state = content; end
10'b10_0000_0000: begin state = content; end
endcase
end
assign mole_posit = state;
endmodule 
module small_mem (
input clk,
input [9:0] data_in,
input write_enable,
input [1:0] addr_wr,
input [1:0] addr_rd,
output [9:0] data_out
);
reg [9:0]    mem [0:3];
always @(posedge clk) begin
  if (write_enable == 1'b1) begin 
   mem[addr_wr] <= #1 data_in;
  end 
end
assign data_out = mem[addr_rd];
endmodule 
module timers (
input reset_timer,
input clk,
input whack,
output [9:0] display_timer,
output reg [9:0] timer_stop,
output timer_0point2_edge,
output timer_1_edge,
output timer_3_edge,
output timer_9point99_edge
);
reg [9:0] count_c, count;
wire res0point01_en;
always @ (*) begin
   count_c = count + 10'd00_01;
	timer_stop = timer_stop;
	if (count == 10'd09_99 || whack == 1'b1) begin
		count_c = count;
		timer_stop = count;
	end	
end
always @ (posedge clk) begin
   if (res0point01_en == 1'b1) begin
		count <= #1 count_c;
	end
	if (reset_timer == 1'b1) begin
		count <= #1 10'd00_00;
	end
end
wire timer_0point2, timer_1, timer_3, timer_9point99;
assign timer_0point2 = (count == 10'd00_20);
assign timer_1 = (count == 10'd01_00);
assign timer_3 = (count == 10'd03_00);
assign timer_9point99 = (count == 10'd09_99);
assign display_timer = count;
resolution_count my_res(.reset_timer(reset_timer),.clk(clk),.res0point01_en(res0point01_en));
edge_detection edge1(.clock(clk),.input_signal(timer_0point2),.rising_transition(timer_0point2_edge));
edge_detection edge2(.clock(clk),.input_signal(timer_1),.rising_transition(timer_1_edge));
edge_detection edge3(.clock(clk),.input_signal(timer_3),.rising_transition(timer_3_edge));
edge_detection edge4(.clock(clk),.input_signal(timer_9point99),.rising_transition(timer_9point99_edge));
endmodule 
==> impl_metrics.env <==
# source this file to load flow results
export IMPL_status="complete, no violations"
export IMPL_fin_skew_ns=0.00809
export IMPL_synthAoiAreaFrac=0.136
export IMPL_grt_start_max_net_pins=29
export IMPL_fillers=1718
export IMPL_wl_met1_um=7660
export IMPL_unconstrained_endpoints=140
export IMPL_edf_count=40
export IMPL_grt_use_total=0.176
export IMPL_yosysCellCount=750
export IMPL_antenna_left=0
export IMPL_mux_share=0.0547
export IMPL_viasPerCell=5.26
export IMPL_yosys_cell_count_top_type="nand2_1"
export IMPL_holdPathEnd="my_timers.edge1.rising_transition"
export IMPL_critical_path_class="in2out"
export IMPL_xor_share=0.0292
export IMPL_root_buffer="clkbuf_16"
export IMPL_max_cap_violations=0
export IMPL_wl_per_cell_um=15.4
export IMPL_drc=0
export IMPL_setup_tns_ns=0
export IMPL_crit_arrival_ns=5.91
export IMPL_diodes=0
export IMPL_simple_gate_share=0.174
export IMPL_setup_viol=0
export IMPL_hold_class="reg2reg"
export IMPL_end_kind="primary output"
export IMPL_drive_gt1_frac=0.0765
export IMPL_timing_slew_headroom=0.470
export IMPL_top_layer_used="met4"
export IMPL_port_buffer_count=47
export IMPL_holdWs_ns=0.383
export IMPL_syn_inst=750
export IMPL_reg2regPathDepth=8
export IMPL_cp_num_buf_inv=3
export IMPL_unclocked_regs=92
export IMPL_synth_logic_top_family="simple AND/OR/NAND/NOR gates"
export IMPL_gr_total_overflow=0
export IMPL_worst_slew_pin_slew_ns=0.792
export IMPL_fp_row_count=50
export IMPL_r2r_end="my_mem.mem[1][1]"
export IMPL_hold_path_depth=1
export IMPL_grt_pass1_wl_um=26900
export IMPL_top_cell_area_share=0.154
export IMPL_pwr_density_cell_nw_per_um2=111
export IMPL_ys_sh_adder=0.0805
export IMPL_synth_main_ff_cell="dfxtp_1"
export IMPL_dieArea_um2=20100
export IMPL_synth_area_leader_cell="edfxtp_1"
export IMPL_die_h_um=142
export IMPL_top_cells_by_count="58 x nand2_1, 57 x dfxtp_1, 55 x inv_1"
export IMPL_min_period_ns=7.59
export IMPL_cts_buffer_depth=2
export IMPL_crit_chain="clkdlybuf4s50_1 > inv_1 > ha_1 > or4b_4 > o32a_1 > nor3_2 > and2_1 > nand2_1 > o41ai_1 > clkdlybuf4s50_1"
export IMPL_area_leaders="edfxtp_1 15%, dfxtp_1 15%, dlxtp_1 9.6%"
export IMPL_yosys_area_um2=7800
export IMPL_crit_fanout=12
export IMPL_worstSetupStartpointType="input port"
export IMPL_path_clk_slew_ns=0.06
export IMPL_hold_violations=0
export IMPL_drv_slew=0
export IMPL_worstSkewPairLatency_ns=0.35
export IMPL_cts_tree="yes"
export IMPL_syn_area_per_cell_um2=10.4
export IMPL_core_region_area_um2=18900
export IMPL_synth_area_um2=7800
export IMPL_rsz0062_at_grt="no"
export IMPL_first_global_vias=5281
export IMPL_fp_util=0.413
export IMPL_pin_count=48
export IMPL_seq_area_um2=3720
export IMPL_critPathMaxStageDelay_ns=0.65
export IMPL_dr_wl_met3_um=1050
export IMPL_slowest_stage="o41ai_1"
export IMPL_crit_family="simple AND/OR/NAND/NOR gates"
export IMPL_dr_pass1_iters=5
export IMPL_gp_congestion=0.875
export IMPL_dr_wl_met2_um=7020
export IMPL_htreeDepth=3
export IMPL_required_ns=6.72
export IMPL_clock_fmax_mhz=132
export IMPL_synthToLayoutAreaGrowth_pct=12.4
export IMPL_post_cts_resized=0
export IMPL_numSynthFlops=189
export IMPL_place_hpwl_um=11700
export IMPL_routed_wl_um=16100
export IMPL_ir_worst_vdd_v=0.0000956
export IMPL_yosysWarningCount=10
export IMPL_vias=5495
export IMPL_hp_start="my_timers.edge1.n"
export IMPL_warning_count=26
export IMPL_place_inst=1028
export IMPL_hold_buffers=0
export IMPL_p_leak_uw=0.00323
export IMPL_antenna_found_initial=0
export IMPL_drtIter0Drc=393
export IMPL_r2r_slack_ns=5.71
export IMPL_post_cts_buffers=0
export IMPL_numCtsBuffers=9
export IMPL_fin_crit_sh=0.903
export IMPL_comb_area_um2=3700
export IMPL_synth_cell_types=89
export IMPL_die_x_um=142
export IMPL_reg2reg_from="my_edge2.rising_transition"
export IMPL_async_flop_share=0
export IMPL_layoutNonFillerInstCount=1044
export IMPL_cp_common_cell="clkdlybuf4s50_1"
-- kinds of logic (layout without fill, tap and decap cells) --
| group | after synthesis | count (layout) |
|---|---|---|
| simple gates | 253 | 253 |
| buf+inv | 91 | 125 |
| xor+xnor | 26 | 26 |
| compound gates | 127 | 127 |
| fa+ha+maj | 34 | 34 |
| mux | 30 | 30 |
| flops | 97 | 97 |
| latches | 92 | 92 |
-- report_power, final --
part	switching (µW)	internal, µW	leakage [µW]	total [µW]
sequential	3.41	495	0.00161	498
clock	186	206	0.000140	392
combinational	50.1	33.1	0.00148	83.3
-- worst max path at each step --
stage,start,to,slack [ns],cells past startpoint
CTS,smooth_out[0],LEDR[6],0.93,10
global route,smooth_out[0],LEDR[6],0.64,11
finish,smooth_out[0],LEDR[6],0.81,10
-- sequential cells by signal (all words and copies together), names as in the netlist, 4 cells and up --
| name | cells |
|---|---|
| FSM_state | 4 |
| data_in | 10 |
| game_number | 4 |
| my_mem.mem | 40 |
| my_ring.state | 10 |
| my_timers.count | 10 |
| my_timers.my_res.count | 18 |
| my_timers.timer_stop | 10 |
| source1 | 10 |
| source2 | 10 |
| source3 | 10 |
| source4 | 10 |
| state | 9 |
| target | 10 |
-- cells in the final DEF (no fill, tap or decap), drive strengths merged, types with 6 or more instances in the layout --
| master | n |
|---|---|
| nor2 | 48 |
| o31ai | 6 |
| a22oi | 8 |
| nor3 | 31 |
| a21oi | 15 |
| a31oi | 9 |
| nand2b | 12 |
| buf | 7 |
| ha | 7 |
| o21ai | 16 |
| clkdlybuf4s50 | 47 |
| dlxtp | 50 |
| dlxtn | 42 |
| edfxtp | 40 |
| xnor2 | 14 |
| nor2b | 20 |
| nand2 | 58 |
| clkbuf | 9 |
| or3 | 10 |
| nand3 | 18 |
| fa | 27 |
| and3 | 11 |
| o211ai | 6 |
| nor4 | 11 |
| inv | 59 |
| mux2i | 19 |
| dfxtp | 57 |
| xor2 | 12 |
| mux4 | 10 |
-- per-stage QoR --
step / total power [µW] / util / setup slack [ns] / cell area [µm²]
after CTS: 986 / 0.464 / 0.932 / 8770
after floorplan: 568 / - / 2.37 / 7800
after detailed placement: 591 / 0.449 / 0.941 / 8480
after global placement: 590 / 0.449 / 1.00 / 8480
final: 973 / 0.464 / 0.815 / 8770
after global routing: 1020 / 0.464 / 0.639 / 8770
-- layer usage --
layer / track usage / vias to the layer above
met2: 0.253 / 169
met3: 0.0382 / 20
met4: 0.0334 / 0
met5: 0 / -
li1: - / 2712
met1: 0.289 / 2594
-- layout make-up --
type	instances	area share
Sequential cell	189	0.425
Inverter	55	0.0235
Tap cell	260	0.0371
Multi-Input combinational cell	470	0.423
Timing Repair Buffer	54	0.0597
Clock buffer	9	0.0257
Clock inverter	7	0.00671
Power figures rest on the tool's default switching activity, not on a simulated workload.
