$ cat ./design.v
module add20bit_2sComp(
   input 		     [19:0]		A,
	input 		     [19:0]		B,
	input 		         		ci,
	output		     [19:0]		calculate_out
);
wire [19:0] s;
wire [19:0] co;
fa fa0(A[0],B[0],ci,s[0],co[0]);
fa fa1(A[1],B[1],co[0],s[1],co[1]);
fa fa2(A[2],B[2],co[1],s[2],co[2]);
fa fa3(A[3],B[3],co[2],s[3],co[3]);
fa fa4(A[4],B[4],co[3],s[4],co[4]);
fa fa5(A[5],B[5],co[4],s[5],co[5]);
fa fa6(A[6],B[6],co[5],s[6],co[6]);
fa fa7(A[7],B[7],co[6],s[7],co[7]);
fa fa8(A[8],B[8],co[7],s[8],co[8]);
fa fa9(A[9],B[9],co[8],s[9],co[9]);
fa fa10(A[10],B[10],co[9],s[10],co[10]);
fa fa11(A[11],B[11],co[10],s[11],co[11]);
fa fa12(A[12],B[12],co[11],s[12],co[12]);
fa fa13(A[13],B[13],co[12],s[13],co[13]);
fa fa14(A[14],B[14],co[13],s[14],co[14]);
fa fa15(A[15],B[15],co[14],s[15],co[15]);
fa fa16(A[16],B[16],co[15],s[16],co[16]);
fa fa17(A[17],B[17],co[16],s[17],co[17]);
fa fa18(A[18],B[18],co[17],s[18],co[18]);
fa fa19(A[19],B[19],co[18],s[19],co[19]);
assign calculate_out[19:0]=s;
endmodule 
module fa(
input a,input b,input ci, output s, output co
);
reg s_out,c_out;
always @(*)
begin
s_out=a^b^ci;
c_out=a&b|a&ci|b&ci;
end
assign s=s_out;
assign co=c_out;
endmodule
`timescale 1ns / 1ns
module smooth_filter(
input clk,
input reset,
input [15:0] in,
input [1:0] SW,
output [15:0] out
);
reg [18:0] count, count_c;
wire en;
always @(reset or count) begin
	if (reset == 1'b1 || count == 19'd499_999) begin
		count_c = 19'd000_000;
	end
	else begin
		count_c = count + 19'd000_001;
	end
end
assign en = (count == 19'd499_999);
reg [15:0] r1, r2, r3, r4, r5, r6, r7, r8, r9, r10, r11, r12, r13, r14, r15, r16;
always @ (posedge clk) begin
	count <= #1 count_c;
	if (en == 1'b1) begin
		r1 <= #1 in;
		r2 <= #1 r1;
		r3 <= #1 r2;
		r4 <= #1 r3;
		r5 <= #1 r4;
		r6 <= #1 r5;
		r7 <= #1 r6;
		r8 <= #1 r7;
		r9 <= #1 r8;
		r10 <= #1 r9;
		r11 <= #1 r10;
		r12 <= #1 r11;
		r13 <= #1 r12;
		r14 <= #1 r13;
		r15 <= #1 r14;
		r16 <= #1 r15;
	end
end
reg [19:0] sum;
wire [19:0] num1, num2, num3, num4, num5, num6, num7, num8;
wire [19:0] num9, num10, num11, num12, num13, num14, num15, num16;
wire ci=1'b0;
wire [19:0] calculate_out1, calculate_out2, calculate_out3, calculate_out4,
            calculate_out5, calculate_out6, calculate_out7, calculate_out8,
				calculate_out9, calculate_out10, calculate_out11, calculate_out12,
				calculate_out13, calculate_out14, calculate_out15;
assign num1 = {{4{r1[15]}},r1};
assign num2 = {{4{r2[15]}},r2};
assign num3 = {{4{r3[15]}},r3};
assign num4 = {{4{r4[15]}},r4};
assign num5 = {{4{r5[15]}},r5};
assign num6 = {{4{r6[15]}},r6};
assign num7 = {{4{r7[15]}},r7};
assign num8 = {{4{r8[15]}},r8};
assign num9 = {{4{r9[15]}},r9};
assign num10 = {{4{r10[15]}},r10};
assign num11 = {{4{r11[15]}},r11};
assign num12 = {{4{r12[15]}},r12};
assign num13 = {{4{r13[15]}},r13};
assign num14 = {{4{r14[15]}},r14};
assign num15 = {{4{r15[15]}},r15};
assign num16 = {{4{r16[15]}},r16};
always @(*) begin
	sum = num1;
	case (SW[1:0]) 
	2'b00:begin 
		sum = num1;
	end
	2'b01:begin
		sum = calculate_out1;
		sum = sum >> 1; 
	end
	2'b10:begin
		sum = calculate_out3;
		sum = sum >> 2;  
	end
	2'b11:begin
		sum = calculate_out15;
		sum = sum >> 4;  
	end
	endcase 
end
assign out = sum[15:0];
add20bit_2sComp my_adder1 (.A(num1),.B(num2),.ci(ci),.calculate_out(calculate_out1));
add20bit_2sComp my_adder2 (.A(calculate_out1),.B(num3),.ci(ci),.calculate_out(calculate_out2));
add20bit_2sComp my_adder3(.A(calculate_out2),.B(num4),.ci(ci),.calculate_out(calculate_out3));
add20bit_2sComp my_adder4(.A(calculate_out3),.B(num5),.ci(ci),.calculate_out(calculate_out4));
add20bit_2sComp my_adder5 (.A(calculate_out4),.B(num6),.ci(ci),.calculate_out(calculate_out5));
add20bit_2sComp my_adder6(.A(calculate_out5),.B(num7),.ci(ci),.calculate_out(calculate_out6));
add20bit_2sComp my_adder7(.A(calculate_out6),.B(num8),.ci(ci),.calculate_out(calculate_out7));
add20bit_2sComp my_adder8 (.A(calculate_out7),.B(num9),.ci(ci),.calculate_out(calculate_out8));
add20bit_2sComp my_adder9(.A(calculate_out8),.B(num10),.ci(ci),.calculate_out(calculate_out9));
add20bit_2sComp my_adder10(.A(calculate_out9),.B(num11),.ci(ci),.calculate_out(calculate_out10));
add20bit_2sComp my_adder11(.A(calculate_out10),.B(num12),.ci(ci),.calculate_out(calculate_out11));
add20bit_2sComp my_adder12(.A(calculate_out11),.B(num13),.ci(ci),.calculate_out(calculate_out12));
add20bit_2sComp my_adder13(.A(calculate_out12),.B(num14),.ci(ci),.calculate_out(calculate_out13));
add20bit_2sComp my_adder14(.A(calculate_out13),.B(num15),.ci(ci),.calculate_out(calculate_out14));
add20bit_2sComp my_adder15(.A(calculate_out14),.B(num16),.ci(ci),.calculate_out(calculate_out15));
endmodule 
$ cat ./run.sh
#!/bin/bash
# OpenROAD 26Q1-2900-gdf79404cd8, Yosys 0.63+post, stock flow scripts
make -C /OpenROAD-flow-scripts/flow DESIGN_CONFIG=/design/flow/config.mk WORK_HOME=/design/flow/orfs finish
$ cat ./config.mk
export PLATFORM = sky130hd
export DESIGN_NAME = smooth_filter
export DESIGN_NICKNAME = smooth_filter
export VERILOG_FILES = /design/flow/design.v
export SDC_FILE = /design/flow/constraint.sdc
export NUM_CORES = 4
export LEC_CHECK = 1
export CORE_UTILIZATION = 50
$ cat ./constraint.sdc
current_design smooth_filter

set clk_period 29.6
set clk_io_pct 0.2

create_clock -name clk0 -period $clk_period [get_ports {clk}]

set non_clock_inputs [all_inputs -no_clocks]
set_input_delay [expr $clk_period * $clk_io_pct] -clock clk0 $non_clock_inputs
set_output_delay [expr $clk_period * $clk_io_pct] -clock clk0 [all_outputs]
==> impl_metrics.toml <==
# implementation run metrics
[power_and_ir_drop]
max-vdd-ir-drop_uv = 52.7
p_leak_nw = 5.86
power_density_mw_per_mm2 = 46.1

[placed_design]
place_congestion = 0.813
io_buffers = 35
hpwlAfterDp_um = 16700
dpl-instance-area_mm2 = 0.0159
pre_cts_slack_ns = 5.30

[floorplanning]
rows = 63
dieArea_mm2 = 0.0307
initCoreUtil_pct = 50.7
boundaryPins = 36
fp.dieW_um = 175
core_area_mm2 = 0.0296
fp.dieH_um = 175

[flow_run]
warning_count = 30
cap_violations = 0

[final_timing]
drv_slew = 0
fin_crit_sh_pct = 83.8
rsz0062_at_grt = "no"
clock_skew_ns = 0.0135
fin_crit_ns = 24.79
whs_ns = 0.442
relSlewSlack_pct = 48.9
fmax_ghz = 0.0403
setup-tns-final_ns = 0
hold_violations = 0
worst_pin_slew_ns = 0.767
setup_ws_ns = 4.81
final-setup-viol-count = 0

[detailed_routing]
drtAntennaViolNets = 0
wirelength_um = 22900
vias = 6236
dr.pass1.iters = 4
diodes = 0
wl_per_cell_um = 18.4
viasPerCell = 5.02
dr.first_iter.drc_count = 316
route.detailed.drc = 0

[cts]
cts-root-buf = "clkbuf_16"
insertion_delay_ns = 0.55
h-tree-depth = 1
cts_tree = "yes"
numCtsBuffers = 30
cts_setup_buffers = 0
clk_path_buf_depth = 3
cts_resized = 0
clk_pin_slew_ns = 0.06
cts.sinks = 275
hold_buffers = 0

[hold_path]
hold_path_class = "reg2reg"

[synth]
syn_inst = 763
ys_warn_count = 2
numSynthFlops = 275
avgSynthCellArea_um2 = 19.7
synth_area_mm2 = 0.0150
synth.distinct_cells = 26
ys_cells = 763
ys_area_mm2 = 0.0150
seq_area_frac_synth_pct = 53.8

[status]
status = "finished clean"

[setup_path]
critPathKind = "reg2out"
cpPeakStageDelay_ns = 0.54
slowest_stage = "fa_1"
endpoint_kind = "output pin"
worstPathRequired_ns = 23.68
crit_arrival_ns = 18.87
setup.worst_path.start_class = "flip-flop"
cp_max_fo = 3
cpMostUsedCell = "fa_1"

[grt]
grt_pass1_wl_um = 38500
grt_pass1_vias = 7648
grt-ovfl-total = 0
antenna_found_initial = 1
grt_max_degree = 123
track_usage_pct = 18.6

[cells_and_area]
syn_to_final_growth_pct = 11.9
largest_reg_flops = 19
drive_gt1_share_pct = 7.03
fill_cells = 2224
top_register = "count"
lay_top_cells = "267 x fa_1, 256 x edfxtp_1, 86 x inv_1, 35 x xnor2_1, 35 x clkdlybuf4s50_1"
fin_area_mm2 = 0.0168
lay_top_count = "fa_1"
-- layout make-up --
type | instances | area (um2) | share of cell area [%]
Sequential cell | 275 | 8070 | 48.1
Multi-Input combinational cell | 396 | 6590 | 39.3
Clock buffer | 39 | 806 | 4.80
Tap cell | 390 | 488 | 2.91
Timing Repair Buffer | 41 | 408 | 2.43
Inverter | 86 | 323 | 1.92
Clock inverter | 16 | 95.1 | 0.567
-- final timing paths --
| path | startpoint | endpoint | slack, ns | depth (start not counted) |
|---|---|---|---|---|
| setup / recovery | r1[0] | out[15] | 4.81 | 43 |
| hold / removal | count[0] | count[0] | 0.44 | 1 |
| setup reg to reg | count[0] | r9[8] | 26.65 | 6 |
| hold reg to reg | count[0] | count[0] | 0.44 | 1 |
-- through the flow --
step	instances	total power, W	utilization, %
6_report	1243	0.000773	56.7
3_5_place_dp	1188	0.000437	53.7
2_1_floorplan	763	0.000431	-
3_3_place_gp	1188	0.000437	53.7
5_1_grt	1243	0.000799	56.7
4_1_cts	1243	0.000784	56.7
-- where the power goes --
part	total [W]	internal, W	leakage (nW)	switching (W)
logic	0.00000940	0.00000625	2.97	0.00000314
registers	0.000419	0.000419	2.45	0.000000212
clock network	0.000345	0.000198	0.439	0.000146
-- cells in the mapped netlist (all sizes together) --
cell type | number | area share, %
a21oi | 1 | 0.033
a31oi | 1 | 0.042
and2 | 1 | 0.042
and3 | 5 | 0.21
buf | 1 | 0.025
clkbuf | 5 | 0.13
dfxtp | 19 | 2.5
edfxtp | 256 | 51
fa | 267 | 36
ha | 15 | 1.3
inv | 86 | 2.2
maj3 | 2 | 0.13
mux4 | 16 | 2.4
nand2 | 4 | 0.10
nand3 | 5 | 0.17
nand4 | 2 | 0.083
nor2 | 25 | 0.63
nor2b | 1 | 0.042
nor3 | 4 | 0.13
nor4 | 1 | 0.042
nor4b | 2 | 0.12
or2 | 1 | 0.042
or3 | 1 | 0.042
xnor2 | 35 | 2.0
xnor3 | 3 | 0.45
xor2 | 4 | 0.23
-- logic make-up (layout without fill, tap and decap cells) --
kind of cell    Yosys count  in the layout  share of synthesized area, %
simple gates             52             52                          1.64
mux                      16             16                          2.40
fa+ha+maj               284            284                          37.0
flops                   275            275                          53.8
buf+inv                  92            182                          2.30
compound gates            2              2                        0.0751
xor+xnor                 42             42                          2.73
-- worst max-delay path, delay by kind of cell (launching register included) --
kind / cells / cell delay [ns]
xor gates and xnor gates: 4 / 1.14
adders and majority gates: 33 / 15.55
buffers and inverters: 5 / 0.72
DFF: 1 / 0.42
muxes: 1 / 0.48
-- per-layer routing --
metal / track usage [%] / vias up / wire [um]
met5: 0 / - / 13
met2: 28.7 / 157 / 12000
met3: 8.68 / 43 / 2230
li1: - / 2724 / -
met1: 28.2 / 3310 / 8060
met4: 3.26 / 2 / 584
Power and IR drop assume default switching activity.
