==> design.v <==
module bin2bcd
(
	input wire [9:0] bin,
	output wire [3:0] bcd2,bcd1,bcd0
);
reg [9:0] rem, ones;
reg [3:0] tens, honds;
always @ (*) begin
	if (bin >= 10'd0999)
		begin
		honds = 4'h9;
		rem = 10'd0099; 
		end
	else if (bin >= 10'd0900 && bin < 10'd0999)
	   begin
		honds = 4'h9;
		rem = bin - 10'd0900;
		end
	else if (bin >= 10'd0800 && bin < 10'd0900)
	   begin
		honds = 4'h8;
		rem = bin - 10'd0800;
		end
	else if (bin >= 10'd0700 && bin < 10'd0800)
	   begin
		honds = 4'h7;
		rem = bin - 10'd0700;
		end
	else if (bin >= 10'd0600 && bin < 10'd0700)
	   begin
		honds = 4'h6;
		rem = bin - 10'd0600;
		end
	else if (bin >= 10'd0500 && bin < 10'd0600)
	   begin
		honds = 4'h5;
		rem = bin - 10'd0500;
		end	
	else if (bin >= 10'd0400 && bin < 10'd0500)
	   begin
		honds = 4'h4;
		rem = bin - 10'd0400;
		end
	else if (bin >= 10'd0300 && bin < 10'd0400)
	   begin
		honds = 4'h3;
		rem = bin - 10'd0300;
		end
	else if (bin >= 10'd0200 && bin < 10'd0300)
	   begin
		honds = 4'h2;
		rem = bin - 10'd0200;
		end
	else if (bin >= 10'd0100 && bin < 10'd0200)
	   begin
		honds = 4'h1;
		rem = bin - 10'd0100;
		end
	else 
	   begin
		honds = 4'h0;
		rem = bin;
		end
	if (rem >= 10'd0090)
		begin
		tens = 4'h9;
		ones = rem - 10'd0090;
		end
	else if (rem >= 10'd0080 && rem < 10'd0090)
		begin
		tens = 4'h8;
		ones = rem - 10'd0080;
		end
	else if (rem >= 10'd0070 && rem < 10'd0080)
		begin
		tens = 4'h7;
		ones = rem - 10'd0070;
		end
	else if (rem >= 10'd0060 && rem < 10'd0070)
		begin
		tens = 4'h6;
		ones = rem - 10'd0060;
		end
	else if (rem >= 10'd0050 && rem < 10'd0060)
		begin
		tens = 4'h5;
		ones = rem - 10'd0050;
		end
	else if (rem >= 10'd0040 && rem < 10'd0050)
		begin
		tens = 4'h4;
		ones = rem - 10'd0040;
		end
	else if (rem >= 10'd0030 && rem < 10'd0040)
		begin
		tens = 4'h3;
		ones = rem - 10'd0030;
		end
	else if (rem >= 10'd0020 && rem < 10'd0030)
		begin
		tens = 4'h2;
		ones = rem - 10'd0020;
		end
	else if (rem >= 10'd0010 && rem < 10'd0020)
		begin
		tens = 4'h1;
		ones = rem - 10'd0010;
		end
	else 
		begin
		tens = 4'h0;
		ones = rem;
		end
end
assign bcd0 = ones [3:0];
assign bcd1 = tens;
assign bcd2 = honds;
endmodule 
==> run.sh <==
#!/bin/bash
# OpenROAD 26Q1-2900-gdf79404cd8, Yosys 0.63+post, stock flow scripts
make -C /OpenROAD-flow-scripts/flow DESIGN_CONFIG=/design/flow/config.mk WORK_HOME=/design/flow/orfs finish
==> config.mk <==
export PLATFORM = sky130hd
export DESIGN_NAME = bin2bcd
export DESIGN_NICKNAME = bin2bcd
export VERILOG_FILES = /design/flow/design.v
export SDC_FILE = /design/flow/constraint.sdc
export NUM_CORES = 4
export LEC_CHECK = 1
export CORE_AREA = 10 10 98 98
export DIE_AREA = 0 0 108 108
==> constraint.sdc <==
current_design bin2bcd

set clk_period 9.8
set clk_io_pct 0.2

create_clock -name clk0 -period $clk_period

set non_clock_inputs [all_inputs -no_clocks]
set_input_delay [expr $clk_period * $clk_io_pct] -clock clk0 $non_clock_inputs
set_output_delay [expr $clk_period * $clk_io_pct] -clock clk0 [all_outputs]
==> Slide: Implementation Results <==
Physical Implementation Snapshot

Worst setup path
  • CP Max Fanout: 13
  • Worst Path Arrival: 7.34 ns
  • Cell breakdown of the critical path: clkdlybuf4s50_1 > inv_1 > ha_1 > nor3b_1 > o2111ai_1 > nand2_1 > a221oi_1 > o21ai_0 > mux2i_1 > inv_1 > ha_1 > a21oi_1 > inv_1 > a311oi_1 > nor3_2 > a32o_1 > a211oi_1 > o211ai_1 > nand3_1 > clkdlybuf4s50_1
  • CP max-delay cell: sky130_fd_sc_hd__clkdlybuf4s50_1
  • Most numerous cell on the critical path: sky130_fd_sc_hd__inv_1
  • Critical path data required time: 7.84 ns
  • Type of element launching the critical path: input port
  • Endpoint class of the critical path: output port
  • Worst setup path category: input port to output port
  • Crit path launch: bin[3]
  • Delay contributed by the slowest stage of the critical path: 0.80 ns

Finish
  • Final-layout fill cell count: 785
  • Fraction of layout instances using a drive strength above 1: 0.08981
  • Post-Layout Cell Count: 514
  • Fraction of the core area covered by cells at the end of the flow: 0.3981
  • Registers: 0
  • Final standard cell area without fillers: 3044 sq um
  • Flop area: 0 sq um
  • Area growth syn-to-layout: 11.55%
  • Total of clock buffers placed in the layout: 0
  • Area of the multi-input gates: 2547 sq um

Placed design
  • RePlAce Congestion: 1.105
  • PortBufs: 22
  • Post-Place Cells: 514
  • Cell Area, Placed: 3044 sq um
  • Post-placement worst setup slack: 0.5784 ns
  • DP Wirelength: 7782 microns

Floorplan
  • Core area: 7647 sq um
  • Die ar.: 11,660 sq um
  • Effective utilization at floorplan: 0.3568
  • Height of the chip: 108 microns
  • # IOs: 22
  • Die W: 108 microns
  • Core Rows: 32

Synthesis
  • Cell taking the most area after synthesis: sky130_fd_sc_hd__ha_1
  • Most used standard cells in the synthesized netlist: 46 x sky130_fd_sc_hd__nand2_1, 33 x sky130_fd_sc_hd__a21oi_1, 31 x sky130_fd_sc_hd__nor2_1
  • Total cells reported by yosys after synthesis: 402
  • Netlist area before placement: 2729 sq um
  • Dominant cell by count in the synthesized netlist: sky130_fd_sc_hd__nand2_1
  • Gate Count Post-Synth: 402
  • Number of warnings issued by yosys: 1
  • Post-Syn Area per Cell: 6.788 sq um
  • Top-area cell type share of the netlist area: 0.1284
  • Cell variety after synth: 84
  • Top cells by area: sky130_fd_sc_hd__ha_1 13%, sky130_fd_sc_hd__nand2_1 6.3%, sky130_fd_sc_hd__a21oi_1 6.1%, sky130_fd_sc_hd__nor2_1 4.3%, sky130_fd_sc_hd__a211oi_1 2.8%
  • Sequential share of the synthesized area: 0
  • Yosys-reported design area after synthesis: 2729 sq um

Job
  • Max-capacitance violation count: 0
  • Tool warnings: 54

CTS
  • Number of hold-repair buffers added at the cts stage: 0
  • Total of cells resized after clock tree synthesis: 0
  • Buffers inserted during post-CTS setup optimization: 0

Global route
  • Vias in the first global route: 3,048
  • Initial antenna violation count: 0
  • Overflow left after global routing: 0
  • Overall track demand over capacity in global routing: 0.1661
  • Largest net degree at the start of global routing: 19
  • First-pass GRT wire length: 16,060 microns

STA
  • Final hold viol count: 0
  • Worst setup slack after layout: 0.4970 ns
  • Cycle use final: 0.9493
  • Setup TNS after final layout: 0 ns
  • Final Slew Violations: 0
  • Worst rel slew slack: 0.4547
  • Final Critical Period: 9.303 ns
  • Setup Viol. Count Final: 0
  • Worst Max-Slew Pin Slew: 0.8106 ns
  • Maximum operating frequency: 107.5 MHz
  • RSZ-0062 raised after global routing: no

Route
  • Via density per instance: 6.560
  • Total via count in the routed design: 3,372
  • Initial detailed-routing violation count: 438
  • WL met2: 4163 microns
  • Count of inserted antenna diode cells: 0
  • DRC: 0
  • Routed metal-1 wirelength: 4354 microns
  • Final antenna-violating net count: 0
  • Total iterations of the first detailed-routing run: 5
  • Max layer used: met4
  • Routed wire length per instance: 19.30 microns
  • Total Wirelength: 9918 microns
  • Met3 WL: 1143 microns

Hold path
  • Type of the tightest min-delay check: input port to output port
  • Startpoint of the lowest-slack hold path: bin[0]

Power
  • Power density of the placed cells: 71.97 nW/um^2
  • Leak Pwr: 1.144 nW
  • Worst vdd rail ir drop: 0.04078 mV

Run status
  • Outcome: complete, no violations
final timing paths:
kind | endpoint | slack (ns) | cells past startpoint
worst max-delay path | bcd0[2] | 0.50 | 20
worst min-delay path | bcd0[0] | 5.34 | 3
cells by family after synthesis:
logic type	count (synthesis)	share of synthesized area
AND/OR/NAND/NOR	166	0.3306
AND-OR/OR-AND	154	0.4365
buffers and inverters	43	0.06648
adder cells (fa/ha/maj)	28	0.1284
XOR/XNOR	6	0.01926
multiplexers	5	0.01880
layout make-up:
class | instances | share of cell area
Inverter | 23 | 0.02918
Timing Repair Buffer | 30 | 0.09207
Multi-Input combinational cell | 359 | 0.8368
Tap cell | 102 | 0.04192
report_power, final:
group	leakage, nW	internal [mW]	switching, mW
clock network	0	0	0
registers	0	0	0
logic	1.14	0.0891	0.130
per-layer routing:
metal / track usage / up-vias
met3: 0.02530 / 29
met1: 0.2492 / 1520
met2: 0.2444 / 240
li1: - / 1583
met4: 0.03244 / 0
met5: 0 / -
through the flow:
stage	hold slack, ns	power [mW]
6_report	5.345	0.2191
5_1_grt	5.394	0.2386
4_1_cts	5.376	0.2152
3_5_place_dp	5.373	0.2143
3_3_place_gp	5.385	0.2168
2_1_floorplan	4.185	0.1442
cells in the final DEF (no fill, tap or decap), types with 4 or more instances in the layout:
cell / synthesis / layout
sky130_fd_sc_hd__a31oi_1: 7 / 7
sky130_fd_sc_hd__a21oi_1: 33 / 33
sky130_fd_sc_hd__clkdlybuf4s50_1: 0 / 22
sky130_fd_sc_hd__o22ai_1: 4 / 4
sky130_fd_sc_hd__nand2_1: 46 / 46
sky130_fd_sc_hd__nand4bb_1: 4 / 4
sky130_fd_sc_hd__a211o_1: 5 / 5
sky130_fd_sc_hd__or3_1: 6 / 6
sky130_fd_sc_hd__buf_4: 2 / 8
sky130_fd_sc_hd__o31a_1: 4 / 4
sky130_fd_sc_hd__nor3_1: 14 / 14
sky130_fd_sc_hd__nand3_1: 10 / 10
sky130_fd_sc_hd__xnor2_1: 5 / 5
sky130_fd_sc_hd__ha_1: 28 / 28
sky130_fd_sc_hd__and2_1: 9 / 9
sky130_fd_sc_hd__a21o_1: 4 / 4
sky130_fd_sc_hd__mux2i_1: 4 / 4
sky130_fd_sc_hd__inv_2: 4 / 4
sky130_fd_sc_hd__o211a_1: 4 / 4
sky130_fd_sc_hd__inv_1: 17 / 17
sky130_fd_sc_hd__a211oi_1: 10 / 10
sky130_fd_sc_hd__nand4_1: 8 / 8
sky130_fd_sc_hd__o21ai_0: 14 / 14
sky130_fd_sc_hd__nand3b_1: 6 / 6
sky130_fd_sc_hd__nor2_1: 31 / 31
sky130_fd_sc_hd__o211ai_1: 9 / 9
worst max-delay path: cells and delay by family:
family / cells / cell delay [ns]
adder cells (fa/ha/maj): 2 / 0.63
buffers and inverters: 5 / 1.80
AND-OR/OR-AND: 8 / 1.98
multiplexers: 1 / 0.23
AND/OR/NAND/NOR: 4 / 0.73
No activity file was given, so power comes from the tool's default toggle rates.
